`run.sh`:
```
#!/bin/bash
# OpenROAD 26Q1-2900-gdf79404cd8, Yosys 0.63+post, stock flow scripts
make -C /OpenROAD-flow-scripts/flow DESIGN_CONFIG=/design/flow/config.mk WORK_HOME=/design/flow/orfs finish
```
`config.mk`:
```
export PLATFORM = sky130hd
export DESIGN_NAME = top
export DESIGN_NICKNAME = top
export VERILOG_FILES = /design/flow/design.v
export SDC_FILE = /design/flow/constraint.sdc
export NUM_CORES = 4
export LEC_CHECK = 1
export CORE_UTILIZATION = 30
```
`constraint.sdc`:
```
current_design top

set clk_period 12.1
set clk_io_pct 0.2

create_clock -name clk0 -period $clk_period [get_ports {clk}]

set non_clock_inputs [all_inputs -no_clocks]
set_input_delay [expr $clk_period * $clk_io_pct] -clock clk0 $non_clock_inputs
set_output_delay [expr $clk_period * $clk_io_pct] -clock clk0 [all_outputs]
```
`design.v`:
```
`timescale 1ns/1ns
`default_nettype none
module top (input wire clk,
	    input wire mic_data_1,
	    input wire mic_data_2,
            output wire serial_tx,
	    output wire mic_clk_1,
	    output wire mic_clk_2,
	    output wire sel_2,
            output wire serial_split);
assign sel_2 = 1;
wire [31:0] CIC_to_serial_1;
wire [31:0] CIC_to_serial_2;
wire load_data_1;
(* keep="soft" *)
wire load_data_2;
wire clk_3MHz;
assign mic_clk_1 = clk_3MHz;
assign mic_clk_2 = clk_3MHz;
wire serial_conn;
assign serial_tx = serial_conn;
assign serial_split = clk_3MHz;
divider #(4) PDM1 ( .clk_in(clk), .clk_out(clk_3MHz));
centralCIC #(64) CIC ( .clk_in(clk_3MHz), .d_in_1(mic_data_1),  .d_in_2(mic_data_2), .d_out_1(CIC_to_serial_1), .d_out_2(CIC_to_serial_2), .load(load_data_1));
serialtransmission SERIAL1 (.clk(clk), .d_clk(load_data_1), .d_in_1(CIC_to_serial_1), .d_in_2(CIC_to_serial_2), .tx(serial_conn));
endmodule
module divider #(parameter M = 4)
                (input wire clk_in, output wire clk_out);
localparam N = $clog2(M);
reg [N-1:0] divcounter;
initial begin
  divcounter <= 0;
end
always @(posedge clk_in)
  divcounter <= (divcounter == M - 1) ? 0 : divcounter + 1;
assign clk_out = divcounter[N-1];
endmodule
module centralCIC #(parameter width = 64)
		       (input wire        clk_in,
			input wire        d_in_1,
			input wire        d_in_2,
			output reg [31:0] d_out_1,
			output reg [31:0] d_out_2,
		        output reg        load);
parameter decimation_ratio = 256;  
reg [9:0] counter;
reg [width-1:0] d_tmp_1, d_d_tmp_1, d_tmp_2, d_d_tmp_2;
reg [width-1:0] d_prep_1 = {width{1'b0}};
reg [width-1:0] d_prep_2 = {width{1'b0}};
reg [width-1:0] d1_1 = {width{1'b0}};
reg [width-1:0] d2_1 = {width{1'b0}};
reg [width-1:0] d3_1 = {width{1'b0}};
reg [width-1:0] d4_1 = {width{1'b0}};
reg [width-1:0] d1_2 = {width{1'b0}};
reg [width-1:0] d2_2 = {width{1'b0}};
reg [width-1:0] d3_2 = {width{1'b0}};
reg [width-1:0] d4_2 = {width{1'b0}};
reg [width-1:0] d6_1, d_d6_1 = {width{1'b0}};
reg [width-1:0] d7_1, d_d7_1 = {width{1'b0}};
reg [width-1:0] d8_1, d_d8_1 = {width{1'b0}};
reg [width-1:0] d9_1, d_d9_1 = {width{1'b0}};
reg [width-1:0] d6_2, d_d6_2 = {width{1'b0}};
reg [width-1:0] d7_2, d_d7_2 = {width{1'b0}};
reg [width-1:0] d8_2, d_d8_2 = {width{1'b0}};
reg [width-1:0] d9_2, d_d9_2 = {width{1'b0}};
reg [7:0] count = {8{1'b0}};
reg v_comb = 0;   
initial begin
  counter <= 0;
  d1_1 <= 0;
  d2_1 <= 0;
  d3_1 <= 0;
  d4_1 <= 0;
  d6_1 <= 0;
  d7_1 <= 0;
  d8_1 <= 0;
  d9_1 <= 0;
  d_tmp_1 <= 0;
  d_d_tmp_1 <= 0;
  d_d6_1 <= 0;
  d_d7_1 <= 0;
  d_d8_1 <= 0;
  d_d9_1 <= 0;
  load <= 1'b1;
  d_out_1 <= {width{1'b1}};
  d1_2 <= 0;
  d2_2 <= 0;
  d3_2 <= 0;
  d4_2 <= 0;
  d6_2 <= 0;
  d7_2 <= 0;
  d8_2 <= 0;
  d9_2 <= 0;
  d_tmp_2 <= 0;
  d_d_tmp_2 <= 0;
  d_d6_2 <= 0;
  d_d7_2 <= 0;
  d_d8_2 <= 0;
  d_d9_2 <= 0;
  load <= 1'b1;
  d_out_2 <= {width{1'b1}};
end
always @(posedge clk_in)
begin
  d1_1 <= d1_1 + d_in_1;
  d2_1 <= d1_1 + d2_1;
  d3_1 <= d2_1 + d3_1;
  d1_2 <= d1_2 + d_in_2;
  d2_2 <= d1_2 + d2_2;
  d3_2 <= d2_2 + d3_2;
  if (count == decimation_ratio - 1)
  begin
    count <= 8'b0;
    d_tmp_1 <= d3_1;
    d_tmp_2 <= d3_2;
    load <= 1'b0;  
    v_comb <= 1'b1;
  end else
  begin
    load <= 1'b1;
    count <= count + 1;
    v_comb <= 1'b0;
  end
end
always @(posedge clk_in)   
begin
  if (v_comb)
  begin
    d_d_tmp_1 <= d_tmp_1;
    d_d_tmp_2 <= d_tmp_2;
    d6_1 <= d_tmp_1 - d_d_tmp_1;
    d6_2 <= d_tmp_2 - d_d_tmp_2;
    d_d6_1 <= d6_1;
    d_d6_2 <= d6_2;
    d7_1 <= d6_1 - d_d6_1;
    d7_2 <= d6_2 - d_d6_2;
    d_d7_1 <= d7_1;
    d_d7_2 <= d7_2;
    d8_1 <= d7_1 - d_d7_1;
    d8_2 <= d7_2 - d_d7_2;
    d_out_2 <= d8_2[31:0];
    if (counter == 511)
    begin
      d_out_1 <= {32{1'b1}};
      counter <= 10'b0;
    end else begin
      counter <= counter + 1;
      d_out_1 <= d8_1[31:0];
    end
  end
end
endmodule
module serialtransmission(input wire        clk,     
                          input wire        d_clk,   
	                  input wire [31:0] d_in_1,  
	                  input wire [31:0] d_in_2,  
                          output wire       tx       
              );
parameter BAUD =  15;  
reg [9:0] counter = 0;
reg [39:0] data = 40'b1000000000100000000010000000001000000000;
reg load;
reg start;
reg transmitting;
wire clk_baud;
always @(posedge clk)
begin
  load <= d_clk;
  if (transmitting == 1) start <= 0;
  if (load == 0)
  begin
    data <= {1'b1, d_in_1[23:16], 1'b0, 1'b1, d_in_1[15:8], 1'b0, 1'b1, d_in_2[23:16], 1'b0, 1'b1, d_in_2[15:8], 1'b0};   
    if (transmitting == 0) start <= 1;
  end
end
always @(posedge clk_baud)
begin
  if (start == 1)
  begin
    counter <= 0;      
    transmitting <= 1;
  end
  if (transmitting)
  begin
    if (counter < 40) counter <= counter + 1;  
    else
    begin
      transmitting <= 0;
      counter <= 0;
    end
  end
end
assign tx = (transmitting && counter < 40) ? data[counter] : 1;
divider #(BAUD) BAUD0 ( .clk_in(clk), .clk_out(clk_baud));
endmodule
```
==> qor.yml <==
p_leak_uw: 0.01172
ant_diodes: 0
detail-route-antenna-nets: 0
gr-total-overflow: 0
drive_above_1_share_pct: 3.080
dr_wl_met2_um: 17670
clock_tree_from_tritoncts: "built"
path_cells: "mux4_2 -> nand2_1 -> o21ai_0 -> mux4_2 -> o22ai_1 -> nand2_1 -> clkdlybuf4s50_1"
slew-limit-headroom_pct: 46.88
clockRootBuffer: "sky130_fd_sc_hd__clkbuf_16"
worst_path_largest_cell_delay_ns: 0.48
power-per-cell-area_nw_per_um2: 8.945
top_register: "SERIAL1.data"
hold_viol: 0
initial_utilization_pct: 30.28
core-area_um2: 93190
detailroute.wirelength.met3_um: 465
avgRoutedWirePerCell_um: 10.28
clockBufferDepth: 2
clock_insertion_delay_worst_skew_ns: 0.28
finalSetupViolCount: 0
routed_via_density: 4.367
die-area_um2: 95310
largest_register_ff_count: 32
post-route-period-util_pct: 40.23
drt_drc_violations_left: 0
data_required_time_of_the_worst_path_ns: 9.68
setup_ws_ns: 7.232
cts_repair_resize_count: 0
placement.io_buffers: 6
globalRouteTotalUtil_pct: 8.407
ioPinCount: 8
via_count_of_the_first_global_routing_pass: 15200
global_route_wire_length_before_repair_um: 67120
post_synth_instance_area_um2: 28220
worst_setup_hold_path_clk_slew_ns: 0.06
detail_route.first_pass.iterations: 5
place_hpwl_um: 29720
cells_after_synth: 2428
fin_crit_ns: 4.868
openroad.warnings: 30
wl_um: 37920
syn2layout_area_growth_pct: 6.380
die_h_um: 308.7
cts_setup_buffers: 0
grt_antenna_before_repair: 0
highest_clock_rate_ghz: 0.2054
yosysWarnings: 4
crit_path_max_fanout: 1
place.gp.congestion: 0.8574
path_class: "register to output pin"
timing.final.max_slew_violations: 0
timing.critical_path.slowest_stage_cell: "sky130_fd_sc_hd__mux4_2"
slew_worst_pin_ns: 0.7968
highest-signal-layer: "met4"
peakVddDrop_v: 0.00005001
wirelength_met1_um: 19550
critPathLaunchType: "register"
count_of_unclocked_register_or_latch_pins: 527
std_cell_rows: 112
post_cts_hold_buffer_count: 0
run_status: "finished clean"
min-delay-path-class: "register to register"
worst_clock_skew_ns: 0.004598
cap_viol_max_count: 0
dr_total_vias: 16110
numCtsBuffers: 5
grt_start_max_net_pins: 170
avgSynthCellArea_um2: 11.62
finalPower_uw: 268.5
fin_setup_tns_ns: 0
unconstrained_endpoints: 928
cts.htree.levels: 2
regToRegSetupSlack_ns: 10.27
crit_path_end_kind: "output pin"
detailedRoute.firstIterationViolations: 733
place_worst_setup_slack_ns: 7.502
die_w_um: 308.7
worstPathArrival_ns: 2.45
rsz0062_at_grt: "no"
## final timing paths
| kind | cells after the start | end | startpoint |
|---|---|---|---|
| max reg2reg | 3 | PDM1.divcounter[1] | PDM1.divcounter[1] |
| min reg2reg | 1 | PDM1.divcounter[0] | PDM1.divcounter[0] |
| max | 7 | serial_tx | SERIAL1.data[6] |
| min | 1 | PDM1.divcounter[0] | PDM1.divcounter[0] |
## layer usage
| layer | up-vias | global-route usage (%) |
|---|---|---|
| met4 | 0 | 0.4859 |
| met3 | 16 | 0.5943 |
| met1 | 7205 | 12.79 |
| li1 | 8819 | - |
| met2 | 71 | 14.33 |
| met5 | - | 0 |
## stage by stage
step	instance area, um^2	hold slack [ns]	instances	utilization, %
floorplan	28230	0.3958	2431	-
global placement	29890	0.4089	3682	32.07
detailed placement	29890	0.4104	3682	32.07
CTS	30020	0.4182	3689	32.22
global route	30020	0.4467	3689	32.22
finish	30020	0.4180	3689	32.22
## layout make-up
type	instances	area [um^2]
tap	1254	1569
fill	9170	63170
clock buffer	6	128.9
multi-input combinational	1614	11880
sequential	567	15400
inverter	229	859.6
timing repair buffer	18	175.2
clock inverter	1	5.005
## where the power goes
group          internal (uW)  leakage, uW  switching, uW
clock network           74.7    0.0000667           45.6
registers                147      0.00494              0
logic                  0.905      0.00671          0.697
## layout by cell type, fill, tap and decap left out, types with 73 or more instances in the layout
| master | n |
|---|---|
| sky130_fd_sc_hd__edfxtp_1 | 404 |
| sky130_fd_sc_hd__ha_1 | 238 |
| sky130_fd_sc_hd__inv_1 | 229 |
| sky130_fd_sc_hd__dfxtp_1 | 161 |
| sky130_fd_sc_hd__a21oi_1 | 159 |
| sky130_fd_sc_hd__xnor2_1 | 151 |
| sky130_fd_sc_hd__nor2_1 | 136 |
| sky130_fd_sc_hd__nand2_1 | 114 |
| sky130_fd_sc_hd__a21o_1 | 92 |
| sky130_fd_sc_hd__xor2_1 | 86 |
| sky130_fd_sc_hd__o21ai_0 | 73 |
## critical path: cells and delay by family, from the launching register on
| family | cells | cell delay (ns) |
|---|---|---|
| AOI/OAI and AO/OA | 2 | 0.26 |
| and+or+nand+nor | 2 | 0.19 |
| DFF | 1 | 0.37 |
| buffers and inverters | 1 | 0.41 |
| muxes | 2 | 0.94 |
Power is estimated from default activity; no workload was simulated.
